<file path="config.mk">
export PLATFORM = sky130hd
export DESIGN_NAME = processor
export DESIGN_NICKNAME = processor
export VERILOG_FILES = /design/flow/design.v
export SDC_FILE = /design/flow/constraint.sdc
export NUM_CORES = 4
export LEC_CHECK = 1
export CORE_UTILIZATION = 30
</file>
<file path="constraint.sdc">
current_design processor

set clk_period 23.7
set clk_io_pct 0.2

create_clock -name clk0 -period $clk_period [get_ports {clk}]

set non_clock_inputs [all_inputs -no_clocks]
set_input_delay [expr $clk_period * $clk_io_pct] -clock clk0 $non_clock_inputs
set_output_delay [expr $clk_period * $clk_io_pct] -clock clk0 [all_outputs]
</file>
<file path="design.v">
module fill_instr(
    input [31:0] pc,
    input reset,
    output [31:0] instr);
    reg [7:0] mem[31:0];
    assign instr = {mem[pc+3], mem[pc+2], mem[pc+1], mem[pc]};
    always @(reset)begin
        if (reset == 1) begin
            mem[3] = 8'h00;
            mem[2] = 8'h94;
            mem[1] = 8'h03;
            mem[0] = 8'h33;
            mem[7] = 8'h41;
            mem[6] = 8'h39;
            mem[5] = 8'h03;
            mem[4] = 8'hb3;
            mem[11] = 8'h03;
            mem[10] = 8'h5a;
            mem[9] = 8'h02;
            mem[8] = 8'hb3;
            mem[15] = 8'h01;
            mem[14] = 8'h7b;
            mem[13] = 8'h4e;
            mem[12] = 8'h33;
            mem[19] = 8'h01;
            mem[18] = 8'h9c;
            mem[17] = 8'h1e;
            mem[16] = 8'hb3;
            mem[23] = 8'h01;
            mem[22] = 8'hbd;
            mem[21] = 8'h5f;
            mem[20] = 8'h33;
            mem[27] = 8'h00;
            mem[26] = 8'hd6;
            mem[25] = 8'h7f;
            mem[24] = 8'hb3;
            mem[31] = 8'h00;
            mem[30] = 8'hf7;
            mem[29] = 8'h68;
            mem[28] = 8'hb3;
        end
    end
endmodule
module fetch(
    input clk,
    input reset,
    output [31:0] instr);
    reg [31:0] pc = 32'b0;
    fill_instr fill_instr_unit(.pc (pc), .reset (reset), .instr (instr));
    always @(posedge clk or posedge reset)begin
        if(reset == 1) pc <= 0;
        else pc <= pc +4;
    end
endmodule
module decode(
    input [6:0] func7,
    input [2:0] func3,
    input [6:0] opcode,
    output reg [3:0] alu_control,
    output reg write_en);
    always @(func3 or func7 or opcode) begin
        if (opcode == 7'b0110011) begin  
            write_en = 1;
            case (func3)
                3'b000: begin
                    if(func7 == 0) alu_control = 4'b0010;  
                    else if (func7 == 32) alu_control = 4'b0100;  
                end
                3'b001: alu_control = 4'b0011;  
                3'b010: alu_control = 4'b0110;  
                3'b100: alu_control = 4'b0111;  
                3'b101: alu_control = 4'b0101;  
                3'b110: alu_control = 4'b0001;  
                3'b111: alu_control = 4'b0000;  
            endcase
        end
    end
endmodule
module alu(
    input[31:0] in1,
    input[31:0] in2,
    input[3:0] alu_control,
    output reg [31:0] out,
    output reg zero_flag);
    always@(*)begin
        case(alu_control)
            4'b0000: out = in1 & in2;
            4'b0001: out = in1 | in2;
            4'b0010: out = in1 + in2;
            4'b0011: out = in1 << in2;
            4'b0100: out = in1 - in2;
            4'b0101: out = in1 >> in2;
            4'b0110: out = in1 * in2;
            4'b0111: out  = in1 ^ in2;
            4'b1000: begin
                if(in1 < in2) out = 1;
                else out = 0;
            end
        endcase
        if(out == 0) zero_flag = 1'b1;
        else zero_flag = 1'b0;
    end
endmodule
module execute(
    input [4:0] rs1,
    input [4:0] rs2,
    input [4:0] rd,
    input [3:0] alu_control,
    input write_en,
    input clk,
    input reset,
    output zero_flag);
    wire [31:0] rs1_data;
    wire [31:0] rs2_data;
    wire [31:0] rd_data;
    reg [31:0] reg_file [31:0];  
    integer i;
    initial begin
        for (i=0; i<32; i = i+1) begin
            reg_file[i] = i;
        end
    end
    assign rs1_data = reg_file[rs1];
    assign rs2_data = reg_file[rs2];
    always @(posedge clk) begin
        if(write_en) begin
            reg_file[rd] = rd_data;
        end
    end
    alu alu_unit(.in1 (rs1_data), .in2(rs2_data), .alu_control (alu_control),
                 .out (rd_data), .zero_flag (zero_flag));
endmodule
module processor(
    input clk,
    input reset,
    output zero_flag);
    wire [31:0] instr;
    wire [3:0] alu_control;
    wire write_en;
    wire [6:0] func7;
    wire [2:0] func3;
    wire [6:0] opcode;
    wire [4:0] rs1;
    wire [4:0] rs2;
    wire [4:0] rd;
    assign func7 = instr[31:25];
    assign func3 = instr[14:12];
    assign opcode = instr[6:0];
    assign rs1 = instr[19:15];
    assign rs2 = instr[24:20];
    assign rd = instr[11:7];
    fetch fetch_unit(.clk (clk), .reset(reset), .instr (instr));
    decode decode_unit(.func7 (func7), .func3 (func3), .opcode (opcode),
                       .alu_control (alu_control), .write_en(write_en));
    execute execute_unit(.rs1 (rs1), .rs2 (rs2), .rd (rd), .alu_control (alu_control),
                         .write_en (write_en), .clk (clk), .reset (reset), .zero_flag (zero_flag));
endmodule
</file>
<file path="run.sh">
#!/bin/bash
# OpenROAD 26Q1-2900-gdf79404cd8, Yosys 0.63+post, stock flow scripts
make -C /OpenROAD-flow-scripts/flow DESIGN_CONFIG=/design/flow/config.mk WORK_HOME=/design/flow/orfs finish
</file>
==> flow_summary.toml <==
# yosys + openroad results
[power_and_ir_drop]
combPwrFrac_pct = 1.5
p_total_mw = 2.65
p_int_mw = 2.12
p_sw_uw = 526
p_clk_share_pct = 44.3
power.density_nw_per_um2 = 43.7
p_seq_share_pct = 54.3
p_sw_share_pct = 19.9
p_leak_nw = 24.3
ir_worst_vdd_uv = 54.9

[clock_network]
clockBufferDepth = 3
htree_levels = 3
ctsHoldBuffers = 0
postCtsSetupBuffers = 0
cts_root_buf = "clkbuf_16"
cts_resized = 0
tritoncts = "yes"
cts_buffers = 76
clock_latency_ns = 0.64
clk_pin_slew_worst_paths_ns = 0.06

[logic_synthesis]
yosys_cells = 4896
syn-instance-count = 4896
yosysChipArea_um2 = 53100
async_flop_share_pct = 0.399
avgSynthCellArea_um2 = 10.8
synthFlopType = "edfxtp_1"
edf_count = 714
ys_seq_elements = 752
netlist_area_um2 = 53100
synth.distinct_cells = 122
yosysWarnings = 6

[worst_setup_path]
worstReg2RegEnd = "execute_unit.reg_file[22][31]"
critical_path_arrival_ns = 14.78
worstSetupEndpointType = "primary output"
r2r-start = "fetch_unit.pc[3]"
required_ns = 18.96
cp_slowest_stage_delay_ns = 0.66
crit_path_frequent_cell = "fa_1"
reg2reg_depth = 40
crit_slowest_cell = "dfrtp_4"
path_class = "register to primary output"
cp_max_fo = 44
start_kind = "register"
regToRegSetupSlack_ns = 9.48

[worst_hold_path]
holdPathEnd = "fetch_unit.pc[2]"
hold_depth = 1
min-delay-start = "fetch_unit.pc[2]"
hold_path.class = "register to register"

[drt]
drt_wl_total_um = 213000
ant_nets = 0
drtIter0Drc = 3296
wl_per_cell_um = 27.4
vias_per_cell = 5.25
dr_total_vias = 40800
drc = 0
drt_first_pass_iters = 6

[floorplan]
initCoreUtil_pct = 30.2
die-area_um2 = 179000
rows = 154
die_h_um = 423
pin_count = 3
die_w_um = 423
coreArea_um2 = 176000

[sta]
unclocked_regs = 35
rsz0062_at_grt = "no"
post-route-period-util_pct = 82.4
max_slew.worst_pin.slew_ns = 1.27
slew_headroom_pct = 15.5
min_period_ns = 19.52
finalHoldViolCount = 0
untimed_endpoints = 35
setup_viol = 0
slew_violations = 0
setup_tns_ns = 0
skew_ns = 0.0245
max_freq_mhz = 51.2

[job]
drv_cap = 0
openroad.warnings = 61

[status]
status = "complete, no violations"

[place]
hpwl_um = 154000
globalplace.congestion = 1.04
io_buffers = 2

[cells_and_area]
syn2layout_area_growth_pct = 14.1
drive_gt1_share_pct = 9.36

[global_routing]
grt_overflow = 0
grt_max_degree = 85
gr-usage-all-layers_pct = 25.1
antenna_found_initial = 7
grt_pass1_wl_um = 304000
grt_pass1_vias = 41500
==> cell usage after synthesis (all sizes together), types with 29 or more instances <==
cell / instances / area share (%)
a21o: 32 / 0.45
nor3: 95 / 0.91
mux2i: 109 / 2.1
xnor2: 109 / 1.8
a21oi: 207 / 2.0
dlxtn: 35 / 0.99
o31ai: 29 / 0.42
clkbuf: 148 / 1.0
nor2: 527 / 3.8
a22oi: 29 / 0.44
mux2: 36 / 0.77
o22ai: 49 / 0.60
a221oi: 35 / 0.67
a31oi: 57 / 0.68
o211ai: 43 / 0.62
nand2: 415 / 3.0
fa: 409 / 15
o221ai: 29 / 0.51
nand3: 127 / 1.2
o21ai: 187 / 1.8
mux4: 36 / 1.5
buf: 159 / 1.8
a211oi: 65 / 0.95
edfxtp: 714 / 40
inv: 515 / 3.6
ha: 223 / 5.3
==> worst max-delay path by stage <==
| stage | from | end | slack, ns | cells past startpoint |
|---|---|---|---|---|
| after global routing | fetch_unit.pc[3] | zero_flag | 3.73 | 40 |
| after CTS | fetch_unit.pc[3] | zero_flag | 4.34 | 40 |
| final | fetch_unit.pc[3] | zero_flag | 4.18 | 40 |
==> state kept, by name, summed over array words and instances, names as in the netlist <==
register and cells:
execute_unit.alu_unit.out 32, fetch_unit.pc 3, execute_unit.reg_file 714, decode_unit.alu_control 3
==> cells by family after synthesis <==
| family | Yosys count | synth area share (%) |
|---|---|---|
| buf+inv | 840 | 6.61 |
| latches | 35 | 0.990 |
| simple gates | 1366 | 11.5 |
| fa+ha+maj | 634 | 20.7 |
| other cells | 1 | 0.00706 |
| compound gates | 993 | 13.1 |
| flops | 717 | 40.5 |
| xor+xnor | 129 | 2.15 |
| mux | 181 | 4.41 |
==> metal layers <==
metal	track usage, %	routed length [µm]
met5	0.0806	70
met4	10.5	11500
met3	13.5	28900
met2	36.1	92800
met1	31.9	79300
==> cell usage in the layout (no fill, tap or decap), drive strengths merged, types with 15 or more instances in the layout <==
cell and count:
a211oi 65, a21o 32, a21oi 207, a221o 16, a221oi 35, a22oi 29
a31oi 57, a32oi 20, and2 22, and3 28, buf 214, clkbuf 92
clkinv 45, conb 480, dlxtn 35, edfxtp 714, fa 409, ha 223
inv 521, mux2 36, mux2i 109, mux4 36, nand2 415, nand3 127
nand4 23, nor2 527, nor2b 21, nor3 95, nor4 25, o211ai 43
o21a 19, o21ai 187, o221ai 29, o22ai 49, o31ai 29, o32ai 17
or2 20, or3 15, xnor2 109, xor2 19
==> worst max-delay path: cells and delay by family (launching register included) <==
| family | cells | cell delay (ns) |
|---|---|---|
| AOI/OAI and AO/OA | 8 | 2.68 |
| xor gates and xnor gates | 1 | 0.24 |
| adders and majority gates | 11 | 4.77 |
| buffers and inverters | 12 | 3.08 |
| DFF | 1 | 0.66 |
| and+or+nand+nor | 8 | 2.64 |
==> per-stage QoR <==
step                      hold slack (ns)  instances  utilization, %  instance area, µm²  setup WS, ns
after floorplan                     0.482       5375               -               54900          7.18
after global placement              0.595       7624            33.1               58100          5.03
after detailed placement            0.599       7624            33.1               58100          5.03
after CTS                           0.616       7757            34.4               60600          4.34
after global routing                0.640       7757            34.4               60600          3.73
final                               0.605       7762            34.4               60600          4.18
==> area by class of cell <==
class,count,area (µm²)
fill,17400,115000
multi-input combinational,3783,29500
sequential,752,22000
tap,2340,2930
clock buffer,92,2030
inverter,533,2000
timing repair buffer,216,1650
clock inverter,41,400
antenna,5,12.5
==> power groups by stage <==
stage | registers, mW | clock network [mW] | logic, mW
after CTS | 1.44 | 1.19 | 0.0397
after global routing | 1.44 | 1.23 | 0.0456
final | 1.44 | 1.17 | 0.0394
Power figures rest on the tool's default switching activity, not on a simulated workload.
